==> run.sh <==
#!/bin/bash
# OpenROAD 26Q1-2900-gdf79404cd8, Yosys 0.63+post, stock flow scripts
make -C /OpenROAD-flow-scripts/flow DESIGN_CONFIG=/design/flow/config.mk WORK_HOME=/design/flow/orfs finish
==> config.mk <==
export PLATFORM = sky130hd
export DESIGN_NAME = regfile
export DESIGN_NICKNAME = regfile
export VERILOG_FILES = /design/flow/design.v
export SDC_FILE = /design/flow/constraint.sdc
export NUM_CORES = 4
export LEC_CHECK = 1
export CORE_UTILIZATION = 40
==> constraint.sdc <==
current_design regfile

set clk_period 11.9
set clk_io_pct 0.2

create_clock -name clk0 -period $clk_period [get_ports {clock}]

set non_clock_inputs [all_inputs -no_clocks]
set_input_delay [expr $clk_period * $clk_io_pct] -clock clk0 $non_clock_inputs
set_output_delay [expr $clk_period * $clk_io_pct] -clock clk0 [all_outputs]
==> design.v <==
module regfile(
    input clock,
    input reset,
    input RegWrite,
    input [4:0] WriteReg,
    input [4:0] Read1,
    input [4:0] Read2,
    input [31:0] WriteData,
    output [31:0] Data1,
    output [31:0] Data2
);
    reg [31:0] registers[31:0];
    integer i;
    assign Data1 = registers[Read1];
    assign Data2 = registers[Read2];
    always @(posedge clock or negedge reset)
        begin
            if(!reset)
				for(i = 0;i <= 31;i = i + 1)
					registers[i] <= 32'd0;
            else
                begin
                if(RegWrite)
                    registers[WriteReg] <= (WriteReg != 0) ? WriteData : 32'd0;
                end   
        end
endmodule
module multiplexer(
    input [1:0] sig,
    input [31:0] i_1,
    input [31:0] i_2,
    input [31:0] i_3,
    input [31:0] i_4,
    output [31:0] out 
);
    reg[31:0] out_temp;
always @(sig)
    begin
        case(sig)
        2'b00 : out_temp = i_1;
        2'b01 : out_temp = i_2;
        2'b10 : out_temp = i_3;
        2'b11 : out_temp = i_4;
        endcase
    end
    assign out = out_temp;
endmodule
==> results.tsv <==
stage	metric	value	unit
cells_and_area	Area Growth Syn to Fin	14.7	%
cells_and_area	final core occ	46.3	%
pwr	reported net switching power	3.16	mW
route	Routed WL per cell	43.2	microns
critical_path	CP Max Fanout	30	
clock_tree	Resized Gates After CTS	0	
floorplanning	Ports	114	
grt	gr usage total	51.2	%
floorplanning	die footprint	126000	sq um
grt	first-pass GRT wire length	417	mm
route	met1 wire length	115	mm
route	Post-DRT Antenna Nets	0	
pwr	Flop pwr share	48.7	%
critical_path	crit path launch type	input pin	
floorplanning	Chip Width	355	microns
grt	largest net degree at the start of global routing	122	
clock_tree	Late-Pin Clk Latency	0.76	ns
clock_tree	clock root buffer	clkbuf_16	
route	residual DRC count	0	
cells_and_area	fill count	11700	
run	MaxCap Viol Count	0	
grt	initial antenna violation count	21	
route	Routed Wire Length	309	mm
grt	total congestion overflow	0	
sta	unrepaired setup endpoints after global routing	false	
sta	post-route minimum period	9.21	ns
yosys	XORs/XNORs by Area	0	%
yosys	Post-synth top flop	dfrtp_1	
floorplanning	Die Y	355	microns
yosys	register area share after synthesis	51.4	%
route	total number of vias	49900	
clock_tree	Inserted Clock Buffers	112	
critical_path	critical path required time	9.52	ns
sta	Setup Viol. Count Final	0	
place	routability congestion estimate from global placement	1.09	
cells_and_area	max reg flops	1024	
place	dpl cells	6925	
sta	final hold vios	0	
floorplanning	FP Util	40.3	%
yosys	Dominant comb cell	AND-OR/OR-AND gates	
yosys	cell count after synthesis	5452	
critical_path	crit path DAT	6.83	ns
yosys	yosys cell count	5452	
sta	FMAX	0.109	GHz
pwr	total leakage power	24.8	nW
critical_path	Max stage delay cell, worst path	nor2_4	
clock_tree	Worst-path clk slew	0.06	ns
cells_and_area	Reg with most FFs	registers	
critical_path	Worst setup EP type	output pin	
grt	number of global-route vias before repair	47900	
route	met2 WL post-DR	122	mm
critical_path	CP Class	in -> out	
hold_path	worst min path class	reg -> reg	
cells_and_area	final std cells w/o fill	7158	
floorplanning	placement row count	129	
place	PortBufs	113	
sta	Worst Skew	0	ns
route	highest routed metal layer	met5	
route	Met3 Routed Length	49.3	mm
clock_tree	H-tree Lvls	3	
clock_tree	# hold bufs at CTS	0	
sta	Slew HR	23.7	%
sta	cycle use final	77.4	%
critical_path	r2r setup slk	11.00	ns
yosys	Synth Area in Adders	0	%
run	stage-log warning count	38	
outcome	status	finished clean	
yosys	YS warnings	2	
yosys	yosys stat area	49900	sq um
route	first-iteration detailed-routing DRC count	6573	
yosys	Yosys cell types	70	
place	dpl hpwl	198	mm
yosys	Post-Synth Simple-Gate Area	15.2	%
yosys	Post-synth EDFFs	0	
pwr	sw frac	31.7	%
sta	Setup Total Neg Slack	0	ns
pwr	Internal Power	6.81	mW
floorplanning	core area	124000	sq um
yosys	synthesized cell area	49900	sq um
pwr	cell area power density	174	nW/um^2
pwr	clock power share	37.8	%
route	router iterations before antenna repair	10	
pwr	combinational power share	13.5	%
critical_path	critical path's most frequent cell	buf_4	
route	Vias per Instance	6.97	
clock_tree	Max clock buf depth	3	
clock_tree	postcts setup bufs	0	
cells_and_area	layout cell share with drive strength beyond 1	11.3	%
pwr	Peak VDD IR	144	uV
cells_and_area	Largest regs	registers x1024	
critical_path	crit-path max cell delay	1.04	ns
sta	Worst Max-Slew Pin Slew	1.14	ns
sta	Slew Limit Fails	0	
yosys	multiplexer area fraction after synthesis	2.81	%
yosys	ys async rst share	100	%
yosys	aoi share	26.0	%
critical_path	cells along the critical path	buf_4 -> buf_4 -> nand2b_1 -> nor2_4 -> buf_4 -> a22oi_1 -> nand4_1 -> nor4_1 -> a31oi_1 -> clkdlybuf4s50_1	
clock_tree	CTS tree	yes	
yosys	Synth flops	1024	
clock_tree	CTS sink count	1024	
yosys	Mean Syn Cell Area	9.14	sq um
[critical path, delay by kind of cell]
kind	cells	cell delay, ns
and+or+nand+nor	4	1.93
AOI/OAI and AO/OA	2	0.61
buffers and inverters	4	1.87
[Yosys cell counts, types with 30 or more instances]
library cell | number | area [sq um]
nand2_1 | 1183 | 4440
nor2_1 | 139 | 522
clkbuf_1 | 356 | 1340
nor2_2 | 30 | 188
buf_2 | 116 | 581
a32oi_1 | 32 | 280
nand3_1 | 61 | 305
nor3_1 | 47 | 235
and2_1 | 42 | 263
mux2i_1 | 59 | 591
mux2_2 | 68 | 766
nand4_1 | 97 | 607
a22o_1 | 86 | 753
a22oi_1 | 643 | 4830
dfrtp_1 | 1024 | 25600
a221oi_1 | 57 | 499
a21oi_1 | 75 | 375
o21ai_0 | 995 | 4980
[logic make-up (layout without fill, tap and decap cells)]
family / after synthesis / count (layout)
flip-flops: 1024 / 1024
AND-OR/OR-AND: 2036 / 2036
buffers and inverters: 524 / 568
other: 0 / 25
AND/OR/NAND/NOR: 1739 / 1739
multiplexers: 129 / 129
[per-layer routing]
metal	track usage, %	up-vias
met5	0.189	-
met4	27.3	22
met3	30.0	1252
met2	66.7	4239
met1	68.0	24500
li1	-	19800
[cell type report]
type	instances	area, sq um	area share [%]
Clock buffer	160	3310	5.78
Antenna cell	25	62.6	0.109
Tap cell	1637	2050	3.58
Timing Repair Buffer	352	2940	5.13
Inverter	8	30.0	0.0525
Multi-Input combinational cell	3904	22600	39.5
Sequential cell	1024	25600	44.8
Clock inverter	48	616	1.08
[final timing paths]
path | from | to | cells past startpoint
max reg2reg | registers[28][2]$_DFFE_PN0P_ | registers[28][2]$_DFFE_PN0P_ | 2
max in group asynchronous | reset | registers[12][13]$_DFFE_PN0P_ | 4
min reg2reg | registers[8][17]$_DFFE_PN0P_ | registers[8][17]$_DFFE_PN0P_ | 2
min | registers[8][17]$_DFFE_PN0P_ | registers[8][17]$_DFFE_PN0P_ | 2
min in group asynchronous | reset | registers[7][26]$_DFFE_PN0P_ | 1
max | Read1[4] | Data1[28] | 10
[placed cells by master (no fill, tap or decap), types with 32 or more instances in the layout]
cell and instances:
mux2_2 68, clkdlybuf4s50_1 102, dfrtp_1 1024, a221oi_1 57
nand3_1 51, a22o_1 86, a22oi_1 643, mux2i_1 59
clkbuf_16 116, nor2_4 62, buf_4 237, nor2_1 108
and2_1 42, nand4_1 97, a32oi_1 32, nand2_1 1158
o21ai_0 995, a21oi_1 75, nor3_1 47
[power groups by stage]
stage | sequential [mW] | clock [mW] | combinational, mW
after CTS | 4.81 | 3.80 | 1.31
after global routing | 4.89 | 3.91 | 1.48
final | 4.85 | 3.77 | 1.35
[through the flow]
stage	area, sq um	setup WS, ns	hold WS, ns	power [mW]
after global routing	57100	2.85	0.524	10.3
after detailed placement	53200	2.96	0.485	6.16
final	57200	2.69	0.495	9.97
after CTS	57100	2.96	0.499	9.91
after floorplan	49900	5.56	0.450	5.25
after global placement	53200	2.90	0.467	6.15
Power figures rest on the tool's default switching activity, not on a simulated workload.
