## ./design.v

```verilog
module DM(
    input clk,
    input MemR,
    input MemWr,
    input [1:0] MemWrBits,
    input [2:0] MemRBits,
    input [31:0]addr,
    input [31:0]data,
    output reg [31:0]ReadData
);
    reg [31:0] Data_Memory [511:0];
    integer i;
	initial
		begin
		for(i = 0;i < 512;i = i + 1)
			Data_Memory[i] <= 0;
		end
    always@(negedge clk)
    begin
        if(MemWr == 1)
            begin
            case(MemWrBits)
                2'b00:  
                    begin
                    Data_Memory[addr>>2] = data; 
                    end
                2'b01:  
                    begin
                    if(~addr[1])
                        Data_Memory[addr>>2][15:0] = data[15:0];
                    else if(addr[1])
                        Data_Memory[addr>>2][31:16] = data[15:0];
                    end
                2'b10:  
                    begin
                    if(~addr[1]&~addr[0])
                    Data_Memory[addr>>2][7:0] = data[7:0]; 
                    else if(~addr[1]&addr[0])
                    Data_Memory[addr>>2][15:8] = data[7:0];
                    else if(addr[1]&~addr[0])
                    Data_Memory[addr>>2][23:16] = data[7:0]; 
                    else if(addr[1]&addr[0])
                    Data_Memory[addr>>2][31:24] = data[7:0];  
                    end           
            endcase
            end
    end
    always@(*)
    begin
    case(MemRBits)
        3'b000:
            begin
            ReadData <= (MemR == 1)? Data_Memory[addr>>2] : 0;
            end
        3'b010:  
            begin
            if(~addr[1] & ~addr[0])
                ReadData <= (MemR == 1)? {16'b0,Data_Memory[addr>>2][15:0]} : 0;
            else if(addr[1] & ~addr[0])
                ReadData <= (MemR == 1)? {16'b0,Data_Memory[addr>>2][31:16]} :0; 
            end
        3'b001:  
            begin
            if(~addr[1] & ~addr[0])
                ReadData <= (MemR == 1)? {{16{Data_Memory[addr>>2][15]}},Data_Memory[addr>>2][15:0]} : 0;
            else if(addr[1] & ~addr[0])
                ReadData <= (MemR == 1)? {{16{Data_Memory[addr>>2][31]}},Data_Memory[addr>>2][31:16]} :0; 
            end
        3'b100:  
            begin
            if(~addr[1]&~addr[0]) 
                ReadData <= (MemR == 1)? {24'b0,Data_Memory[addr>>2][7:0]} : 0;    
            else if(~addr[1]&addr[0]) 
                ReadData <= (MemR == 1)? {24'b0,Data_Memory[addr>>2][15:8]} : 0; 
            else if(addr[1]&~addr[0]) 
                ReadData <= (MemR == 1)? {24'b0,Data_Memory[addr>>2][23:16]} : 0;
            else if(addr[1]&addr[0]) 
                ReadData <= (MemR == 1)? {24'b0,Data_Memory[addr>>2][31:24]} : 0;    
            end
        3'b011:  
            begin
            if(~addr[1]&~addr[0]) 
                ReadData <= (MemR == 1)? {{24{Data_Memory[addr>>2][7]}},Data_Memory[addr>>2][7:0]} : 0;    
            else if(~addr[1]&addr[0]) 
                ReadData <= (MemR == 1)? {{24{Data_Memory[addr>>2][15]}},Data_Memory[addr>>2][15:8]} : 0; 
            else if(addr[1]&~addr[0]) 
                ReadData <= (MemR == 1)? {{24{Data_Memory[addr>>2][23]}},Data_Memory[addr>>2][23:16]} : 0;
            else if(addr[1]&addr[0]) 
                ReadData <= (MemR == 1)? {{24{Data_Memory[addr>>2][31]}},Data_Memory[addr>>2][31:24]} : 0;    
            end
    endcase
    end
endmodule
```

## ./run.sh

```bash
#!/bin/bash
# OpenROAD 26Q1-2900-gdf79404cd8, Yosys 0.63+post, stock flow scripts
make -C /OpenROAD-flow-scripts/flow DESIGN_CONFIG=/design/flow/config.mk WORK_HOME=/design/flow/orfs finish
```

## ./config.mk

```make
export PLATFORM = sky130hd
export DESIGN_NAME = DM
export DESIGN_NICKNAME = DM
export VERILOG_FILES = /design/flow/design.v
export SDC_FILE = /design/flow/constraint.sdc
export NUM_CORES = 4
export LEC_CHECK = 1
export CORE_UTILIZATION = 50
export SYNTH_MEMORY_MAX_BITS = 65536
```

## ./constraint.sdc

```tcl
current_design DM

set clk_period 37.9
set clk_io_pct 0.2

create_clock -name clk0 -period $clk_period [get_ports {clk}]

set non_clock_inputs [all_inputs -no_clocks]
set_input_delay [expr $clk_period * $clk_io_pct] -clock clk0 $non_clock_inputs
set_output_delay [expr $clk_period * $clk_io_pct] -clock clk0 [all_outputs]
```

==> metrics.yaml <==
final_timing:
  fin_tns_setup_ns: 0
  setup_viol_count_final: 0
  slew_headroom_pct: -6.25
  maxSlewViolCount: 5
  rsz0062_at_grt: "no"
  tightest_slew_ns: 1.59
  finalHoldViolCount: 0
  untimed_endpoints: 64
  unclocked_pins: 32
routing:
  dr_total_vias: 390000
  routed_wl_mm: 2630
  via_per_inst: 5.71
  firstDrtPassIters: 27
  first_iter_violations: 32500
  antenna_left: 0
  drc: 0
  routedWlPerCell_um: 38.5
setup_path:
  crit_buf_inv: 5
  slowest_delay_ns: 1.03
  cpLargestDelayFamily: "simple AND/OR/NAND/NOR gates"
  crit_slowest_cell: "nor2_1"
  start_kind: "primary input"
  crit_chain: "buf_16 > buf_4 > buf_12 > nand2_1 > nor2_4 > buf_4 > buf_4 > nand2_1 > nor2_1"
  path_max_fanout: 87
  cp_data_arrival_time_ns: 13.30
  cp.required_ns: 19.94
  critPathKind: "primary input to flip-flop"
  worst_setup_path_end_kind: "flip-flop"
  path_common_cell: "buf_4"
synthesis:
  syn_inst: 29400
  compound_area_share_pct: 2.24
  synth_area_um2: 636000
  synthSimpleGateAreaFrac_pct: 2.76
  flop_cell: "edfxtp_1"
  topCombFamilyByArea: "multiplexers"
  synthArstFlopShare_pct: 0
  edf_count: 16400
  avgSynthCellArea_um2: 21.6
  yosysChipArea_um2: 636000
  ys_sh_adder_pct: 0.00157
  synth_cell_types: 93
  mux_share_pct: 15.9
  ys_cells: 29400
  synth_flops: 16400
  yosys_warnings: 1
  ys_sh_xor_pct: 0.00276
cells_and_area:
  final_cell_area_um2: 796000
  fillers: 85800
  area_delta_synth_final_pct: 25.2
  final_layout_size_suffix_gt1_share_pct: 19.9
  seqCellArea_um2: 492000
  logic_area_um2: 135000
  fin_util_pct: 62.8
clocking:
  post_cts_buffers: 0
  max-clock-path-buffers: 6
  cts_tree: "yes"
  clock_tree.root_cell: "clkbuf_16"
  cts.clk_slew.worst_paths_ns: 0.03
  postCtsHoldBufs: 0
  htree_levels: 7
  numCtsBuffers: 1821
  ctsResizeCount: 0
global_route:
  overflow: 0
  grt_first_pass_wirelength_mm: 3440
  grt_antenna_before_repair: 562
  grt_max_degree: 127
  grt_pass1_vias: 436000
  grt_usage_pct: 47.3
power_and_ir_drop:
  p_sw_share_pct: 28.4
  p_per_area_nw_per_um2: 59.4
  p_sw_mw: 13.4
  p_comb_share_pct: 5.5
  pwr-share-clk_pct: 51.7
  pwr-share-seq_pct: 42.7
  ir_drop_mv: 0.0515
  leakage_nw: 319
  p_int_mw: 33.8
die:
  fp.dieH_mm: 1.13
  die_w_mm: 1.13
  rows: 413
  dieArea_um2: 1280000
  core_area_um2: 1270000
  ios: 104
  initCoreUtil_pct: 50.2
place:
  place.gp.congestion: 1.09
  dp_hpwl_mm: 1830
  place_area_um2: 670000
  io_buffer_count: 82
job:
  maxCapViolCount: 2
  warnings: 1068
status:
  status: "complete, but fails checks"
  violations: "capacitance limit, slew limit"
min_path:
  worstHoldStart: "data[4]"
  hold_path_end: "Data_Memory[150][4]"
  hold_class: "primary input to flip-flop"
  min_path_cells: 1
==> stage by stage <==
step           power [mW]  std cells  setup slack (ns)  hold slack [ns]
2_1_floorplan        24.1      29400              1.67            26.63
3_3_place_gp         25.4      47200              5.65            27.00
3_5_place_dp         25.4      47200              5.50            27.00
4_1_cts              47.7      66800              6.90            25.59
5_1_grt              49.8      68000              6.77            25.59
6_report             47.2      68300              6.64            25.58
==> placed cells by master (no fill, tap or decap), drive strengths merged, types with 138 or more instances in the layout <==
cell type / Yosys / routed
inv: 10 / 17000
bufinv: 0 / 290
o21ai: 138 / 138
nand3: 265 / 265
a221oi: 142 / 142
edfxtp: 16400 / 16400
mux4: 4075 / 4075
o22ai: 245 / 245
clkinvlp: 0 / 472
diode: 0 / 1481
nand2: 1197 / 1197
mux2i: 912 / 912
nor2: 2150 / 2150
nor3: 205 / 205
buf: 966 / 2680
a21oi: 266 / 266
clkbuf: 831 / 1833
a22oi: 625 / 625
==> per-layer routing <==
layer / track usage [%] / wire [um] / vias to the layer above
met4: 33.7 / 212000 / 558
met1: 45.7 / 671000 / 189000
li1: - / - / 164000
met3: 49.2 / 617000 / 5815
met5: 29.0 / 34100 / -
met2: 55.1 / 1100000 / 30000
==> sequential cells by signal (all words and copies together), names as in the netlist <==
| signal | cells |
|---|---|
| Data_Memory | 16384 |
| ReadData | 32 |
==> synth_stat cells (all sizes together), types with 138 or more instances <==
cell	n	share of area, %
a22oi	625	0.74
nor2	2150	1.3
mux2i	912	1.4
nand3	265	0.21
edfxtp	16400	77
o22ai	245	0.24
nand2	1197	0.71
a21oi	266	0.21
buf	966	1.1
a221oi	142	0.20
nor3	205	0.16
clkbuf	831	0.49
mux4	4075	14
o21ai	138	0.11
==> worst max path at each step <==
stage / endpoint / slack [ns] / startpoint / depth (start not counted)
4_1_cts: Data_Memory[28][9] / 6.90 / addr[1] / 10
5_1_grt: Data_Memory[243][9] / 6.77 / addr[1] / 10
6_report: Data_Memory[415][13] / 6.64 / addr[3] / 9
==> area by class of cell <==
type / count / share of cell area [%]
inverters: 12 / 0.00881
flip-flops and latches: 16400 / 61.9
repair buffers: 2746 / 2.68
clock inverters: 17800 / 9.53
well taps: 16800 / 2.64
clock buffers: 1832 / 5.76
multi-input cells: 11200 / 17.0
diodes: 1481 / 0.466
==> cell families (layout without fill, tap and decap cells) <==
kind of cell    after synthesis  count (layout)
flops                     16400           16400
fa+ha+maj                     1               1
xor+xnor                      2               2
other cells                   0            1481
compound gates             1987            1987
latches                      32              32
mux                        5026            5026
simple gates               4200            4200
buf+inv                    1810           22400
==> power by group through the flow <==
stage         combinational [mW]  sequential, mW  clock (mW)
global route                2.61            20.1        27.1
finish                      2.60            20.2        24.4
CTS                         2.49            20.2        25.0
Power is estimated from default activity; no workload was simulated.
