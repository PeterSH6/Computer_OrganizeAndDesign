### ./run.sh
#!/bin/bash
# OpenROAD 26Q1-2900-gdf79404cd8, Yosys 0.63+post, stock flow scripts
make -C /OpenROAD-flow-scripts/flow DESIGN_CONFIG=/design/flow/config.mk WORK_HOME=/design/flow/orfs finish
### ./design.v
module alu(a,b,opcode,c,d);
output signed[31:0] c;
output signed[2:0] d;
input signed[31:0] a,b;
input [2:0] opcode;
reg[31:0] c;
reg[2:0] d; 
reg[5:0] ii; 
reg cf;
reg[32:0] temp; 
reg[31:0] multiplicand;
reg[64:0] mul_temp; 
parameter  sla = 3'b000,
           sra = 3'b001,
           add = 3'b010,
           sub = 3'b011,
           mul = 3'b100,
           andd = 3'b101,
           ord = 3'b110,
           notd= 3'b111;
always@(a,b,opcode) 
begin
    case(opcode)
    sla:
        begin
        c[0] = 1'b0;
        for(ii = 1; ii < 32 ; ii = ii+1)
            c[ii] = a[ii - 1];
        if(a[30:0] == 31'b0000_0000_0000_0000_0000_0000_0000_000)
            d[0] = 1'b1;  
        else
            d[0] = 1'b0;
        if(a[31] == 1'b1)
            d[2] = 1'b1;
        else
            d[2] = 1'b0;
        d[1] = a[31]^c[31];
        end
    sra:
        begin
        c[31] = a[31];
        for(ii = 0 ; ii < 31 ; ii = ii+1)
            c[ii] = a[ii+1];
        if(a[31:1] == 31'b0000_0000_0000_0000_0000_0000_0000_000)
            d[0] = 1'b1;  
        else
            d[0] = 1'b0;
        if(a[31] == 1'b1)
            d[2] = 1'b1;
        else
            d[2] = 1'b0;
        d[1] = 1'bz; 
        end
    add:
        begin
        temp = 0;
        temp = a[31:0] + b[31:0];
        c = temp[31:0];
        cf = temp[32];
        d[1] = c[31]^a[31]^b[31]^cf; 
        if(c == 32'b0000_0000_0000_0000_0000_0000_0000_0000)
            d[0] = 1'b1;  
        else
            d[0] = 1'b0;
        if(c[31] == 1'b1)
            d[2] = 1'b1;
        else
            d[2] = 1'b0;
        end
    sub:
        begin
        temp = 0;
        temp = a[31:0] - b[31:0];
        c = temp[31:0];
        d[1] = c[31]^a[31]^b[31];
        if(c == 32'b0000_0000_0000_0000_0000_0000_0000_0000)
            d[0] = 1'b1;  
        else
            d[0] = 1'b0;
        if(c[31] == 1'b1)
            d[2] = 1'b1;
        else
            d[2] = 1'b0;
        end
    mul:
        begin
        multiplicand = (~a + 1'b1 > a) ? a : (~a + 1'b1); 
        mul_temp = {33'd0,(~b + 1'b1 > b) ? b : (~b + 1'b1)};
        for(ii = 0 ; ii < 31 ; ii = ii+1)
            begin
            if(mul_temp[0])
                begin
                mul_temp[64:32] = mul_temp[64:32] + multiplicand;
                end
                mul_temp = mul_temp >> 1;
            end
        mul_temp = mul_temp >> 1; 
        mul_temp = (a[31] == b[31]) ? mul_temp[63:0] : (~mul_temp[63:0] + 1);
        c = mul_temp[31:0];
        if(c == 32'b0000_0000_0000_0000_0000_0000_0000_0000)
            d[0] = 1'b1;  
        else
            d[0] = 1'b0;
        d[2] = a[31]^b[31];
        d[1] = (mul_temp[63:32] == 32'b0000_0000_0000_0000_0000_0000_0000_0000)  ? 0:1;
        end
    andd:
        begin
        c = a&b;
        if(c == 32'b0000_0000_0000_0000_0000_0000_0000_0000)
            d[0] = 1'b1;  
        else
            d[0] = 1'b0;
        d[2] = 1'bz;
        d[1] = 1'bz;
        end
    ord:
        begin
        c = a&b;
        if(c == 32'b0000_0000_0000_0000_0000_0000_0000_0000)
            d[0] = 1'b1;  
        else
            d[0] = 1'b0;
        d[2] = 1'bz;
        d[1] = 1'bz;
        end
    notd:
        begin
        c = ~a;
        if(c == 32'b0000_0000_0000_0000_0000_0000_0000_0000)
            d[0] = 1'b1;  
        else
            d[0] = 1'b0;
        d[2] = 1'bz;
        d[1] = 1'bz;
        end
    endcase
end
endmodule
### ./config.mk
export PLATFORM = sky130hd
export DESIGN_NAME = alu
export DESIGN_NICKNAME = alu
export VERILOG_FILES = /design/flow/design.v
export SDC_FILE = /design/flow/constraint.sdc
export NUM_CORES = 4
export LEC_CHECK = 1
export CORE_UTILIZATION = 30
### ./constraint.sdc
current_design alu

set clk_period 142.3
set clk_io_pct 0.2

create_clock -name clk0 -period $clk_period

set non_clock_inputs [all_inputs -no_clocks]
set_input_delay [expr $clk_period * $clk_io_pct] -clock clk0 $non_clock_inputs
set_output_delay [expr $clk_period * $clk_io_pct] -clock clk0 [all_outputs]
==> flow_summary.yaml <==
# implementation run metrics
yosys:
  postSynthAreaPerCell_sq_um: 6.54
  xor_share_pct: 9.44
  ys_sh_simple_pct: 26.5
  synth-compound-area-share_pct: 39.3
  ys_seq_share_pct: 0
  mux_area_share_pct: 2.09
  ys_area_sq_mm: 0.0753
  ys_cells: 11500
  synth_cells: 11500
  topCombFamilyByArea: "AND-OR/OR-AND gates"
  fa_ha_area_share_pct: 18.5
  yosysWarnings: 8
  netlist_area_sq_mm: 0.0753
  synth_cell_type_count: 107
clock_tree:
  post_cts_buffers: 0
  cts.repair.resized: 0
  cts_hold_buf: 0
layout:
  stdcell_area_sq_mm: 0.0823
  areaGrowthSynthToFinish_pct: 9.25
  fillers: 27300
  mostFrequentLayoutCells: "1326 x nand2_1, 1132 x nor2_1, 1059 x ha_1, 1057 x a21oi_1, 744 x o21ai_0"
  flop-count: 0
  layout_top_cell: "nand2_1"
  flop_area_sq_um: 0
  drive_above_1_share_pct: 6.55
  n_clock_buffer: 0
floorplan:
  chip_area_sq_mm: 0.253
  dieWidth_microns: 503
  io_pins: 102
  die_h_microns: 503
  initCoreUtil_pct: 30.2
  rows: 183
  core_sq_mm: 0.249
place:
  hpwl_microns: 320000
  gp_routability_congestion: 1.09
  io_buffers: 102
  dpl_cell_area_sq_mm: 0.0823
  pre_cts_slack_ps: 22640
grt:
  grtUsageTotal_pct: 30.3
  antenna_found_initial: 34
  grt_max_degree: 72
  overflow: 0
  grt_pass1_vias: 83600
  grt_pass1_wl_microns: 566000
final_timing:
  slew_headroom_pct: -3.96
  finalCritPeriodShare_pct: 85.7
  finalSetupViolations: 0
  layout_min_cycle_time_ps: 121900
  tightest_slew_ps: 1550
  slew_violations: 3
  rsz0062_at_grt: "no"
  hold_viol_final: 0
  worst_slack_ps: 20400
  tns_ps: 0
  fmax_mhz: 8.20
hold_path:
  hp-class: "in -> out"
run:
  maxCapViolCount: 1
  tool_warnings: 67
route:
  drc: 0
  wl_microns: 392000
  drt_iter0_drc: 10800
  first_pass_iters: 8
  num_vias: 93000
  wl_per_cell_microns: 26.2
  vias_per_cell: 6.22
  antenna_left: 0
setup_path:
  required_ps: 113840
  path_max_fanout: 17
  cp_slowest_stage_delay_ps: 1190
  criticalPathCategory: "in -> out"
  worstPathArrival_ps: 93440
  cp_slowest_cell: "a211oi_1"
  cp_common_cell: "ha_1"
  crit_path_end_kind: "output pin"
  cp-start-kind: "primary input"
pwr:
  power.density_mw_per_mm2: 1010
  power_switching_uw: 49600
  ir_drop_v: 0.00138
  switching_share_pct: 59.5
  p_int_uw: 33800
  leakagePower_uw: 0.0357
status:
  status: "finished with violations"
  violations: "capacitance limit, slew limit"
[power groups by stage]
stage	combinational, uW	sequential [uW]	clock, uW
after CTS	81400	0	0
after global routing	91800	0	0.0000116
[worst max-delay path: cells and delay by family]
kind	cells	cell delay [ps]
AND-OR/OR-AND	105	29610
multiplexers	5	1360
XOR/XNOR	18	3030
adder cells (fa/ha/maj)	31	12060
buffers and inverters	13	3130
AND/OR/NAND/NOR	81	15730
[per-stage QoR]
stage | hold WS, ps | power [uW] | cells | util [%]
3_3_place_gp | 57940 | 81500 | 14900 | 33.0
6_report | 57960 | 83400 | 14900 | 33.0
5_1_grt | 57980 | 91800 | 14900 | 33.0
4_1_cts | 57950 | 81400 | 14900 | 33.0
3_5_place_dp | 57950 | 80800 | 14900 | 33.0
2_1_floorplan | 56990 | 62600 | 11500 | -
[cell families after synthesis]
| kind of cell | count (synthesis) |
|---|---|
| AND-OR/OR-AND | 4415 |
| multiplexers | 149 |
| buffers and inverters | 815 |
| AND/OR/NAND/NOR | 4235 |
| XOR/XNOR | 812 |
| adder cells (fa/ha/maj) | 1092 |
[worst paths after layout]
check	startpoint	endpoint	slack, ps	cells after the start
max	a[2]	d[1]	20400	253
min	opcode[2]	c[0]	57960	5
[area by class of cell]
type / instances / area [sq um] / share of cell area, %
Inverter: 403 / 1510 / 1.84
Tap cell: 3330 / 4170 / 5.06
Antenna cell: 21 / 52.6 / 0.0638
Timing Repair Buffer: 482 / 3860 / 4.69
Multi-Input combinational cell: 10700 / 72700 / 88.3
[cells in the mapped netlist, drive strengths merged (68+ instances only)]
cell type  number  share of area, %
a211o          72              0.84
a211oi        215               2.2
a21boi         68              0.68
a21o          477               4.8
a21oi        1068               7.1
a31oi         200               1.7
and2          135               1.1
and3          123               1.0
buf           137              0.79
clkbuf        275               1.4
ha           1060                18
inv           402               2.0
mux2           68               1.0
mux2i          81               1.1
nand2        1332               6.6
nand2b        142               1.2
nand3         320               2.1
nand4         109              0.91
nor2         1153               5.8
nor2b         108              0.90
nor3          319               2.2
nor4           95              0.87
o211ai        139               1.4
o21a          266               2.7
o21ai         779               5.2
o21bai        156               1.6
o22ai          84              0.70
o31ai         107               1.1
or2            86              0.71
or3           124               1.0
xnor2         532               6.2
xor2          280               3.3
[per-layer routing]
metal	global-route usage (%)	routed length, microns	vias up
li1	-	-	43800
met1	41.5	164000	43300
met2	43.0	156000	4985
met3	7.74	44800	899
met4	16.4	26500	22
met5	0	159	-
Power is estimated from default activity; no workload was simulated.
